--- flow/constraint.sdc ---
current_design floparray

set clk_period 305.4
set clk_io_pct 0.2

create_clock -name clk0 -period $clk_period [get_ports {clock}]

set non_clock_inputs [all_inputs -no_clocks]
set_input_delay [expr $clk_period * $clk_io_pct] -clock clk0 $non_clock_inputs
set_output_delay [expr $clk_period * $clk_io_pct] -clock clk0 [all_outputs]
--- flow/run.sh ---
#!/bin/bash
# OpenROAD 26Q1-2900-gdf79404cd8, Yosys 0.63+post, stock flow scripts
make -C /OpenROAD-flow-scripts/flow DESIGN_CONFIG=/design/flow/config.mk WORK_HOME=/design/flow/orfs finish
--- flow/design.v ---
module floparray #(
    parameter DEPTH = 32,
    parameter WIDTH = 256
) (
  input  clock,
  input  reset_n,
  input  logic [$clog2(DEPTH)-1:0] raddr,
  input  logic             ren,
  output logic [WIDTH-1:0] rdata,  
  input  logic [$clog2(DEPTH)-1:0] waddr,
  input  logic             wen,
  input  logic [WIDTH-1:0] wdata
);
  logic [$clog2(DEPTH)-1:0][WIDTH-1:0] mem;
  always_ff @ (posedge clock) begin
    if (~reset_n) begin
      rdata <= 'b0;
    end else begin
      rdata <= ren ? mem[raddr] : 'b0;
      if (wen & ~ren)
        mem[waddr] <= wdata;
    end
  end
endmodule
--- flow/config.mk ---
export PLATFORM = sky130hd
export DESIGN_NAME = floparray
export DESIGN_NICKNAME = floparray
export VERILOG_FILES = /design/flow/design.v
export SDC_FILE = /design/flow/constraint.sdc
export NUM_CORES = 4
export LEC_CHECK = 1
export CORE_UTILIZATION = 30
==> ci_impl_report.md <==
### Metrics collected by this job

| Metric | Value |
|---|---|
| Fillers | between 20000 and 25000 |
| Hold_sp | mem[1226] |
| GRT met2 Usage | 25.2% |
| Number of OpenROAD warnings | 38 |
| Largest net degree at the start of global routing | 119 |
| Post-synth top area cell | edfxtp_1 |
| Die X | about 480 µm |
| Unrepaired setup endpoints after global routing | no |
| Fin cells | 7587 |
| TritonCTS clock tree | built |
| Worst hold endpoint | rdata[202] |
| Fa+ha+maj area frac | less than 1% |
| Ys cells | between 4000 and 5000 |
| Fin crit period | 67070 ps |
| First-pass GRT wire length | 280 mm |
| Sequential fraction of the synthesis area | 64.0% |
| GR Layer Usage met3 | 8.70% |
| DP Wirelength | 106 mm |
| Hold Crit Depth | 2 |
| CTS-repair resized insts | 0 |
| Core area | 225000 µm² |
| Clock root buffer | clkbuf_16 |
| Slew Viols, Final | 0 |
| Area grow syn2layout | 20.3% |
| Relative slew slack | 43.8% |
| Distinct lib cells | 32 |
| Routed WL | about 180 mm |
| Cell Pwr Density | 5.73 nW/µm² |
| Biggest area cells | edfxtp_1 (56%), mux2_1 (12%), mux4_2 (8.5%), a32o_1 (7.5%), dfxtp_1 (7.5%) |
| Final hold vios | 0 |
| HP Class | reg2reg |
| Slew @ Worst Pin | about 840 ps |
| Initial core utilization | 30.3% |
| CP required | 305830 ps |
| Most common reg cell | edfxtp_1 |
| Final WS setup | 238330 ps |
| Top-count cell post-synth | edfxtp_1 |
| Count of final setup violators | 0 |
| Synthesized registers | 1536 |
| H-tree depth | 4 |
| Area fraction in and, or, nand and nor cells | under 10% |
| GR Layer Usage met1 | a little under a quarter |
| First-pass detailed-route iteration total | 19 |
| Async set-reset flop share out of synthesis | 0% |
| Max-cap viol count | 0 |
| Max Fclk | 0.0149 GHz |
| Clock Path Buffers | 3 |
| GRT Overall Usage | 16.8% |
| Yosys Chip Area | 68100 µm² |
| Floorplan die height | roughly 480 µm |
| Final Skew | between 40 and 50 ps |
| Clock sink count | 1536 |
| Max VDD drop | 0.00434 mV |
| Placer Congestion | slightly below 0.8 |
| Vias in the first global route | around 44000 |
| Share of cells above drive strength 1 | 14.2% |
| Max-area cell share | 56.4% |
| # rows | 174 |
| WP data arrival | 67510 ps |
| Pleak | 0.0261 µW |
| Placed insts | ~7200 |
| Fin Setup TNS | 0 ps |
| R2R cell count | 3 |
| Post-synth top cells | edfxtp_1 (1280), mux2_1 (752), a32o_1 (512), clkbuf_1 (260), nor2_1 (259) |
| Vias | around 41000 |
| Worst Path Max Fanout | 60 |
| Syn Area/Cell | 16.9 µm² |
| CTS hold repair buffers | 0 |
| Setup Crit Path Kind | in2reg |
| Outcome | completed |
| Mapped Area | 68100 µm² |
| Initial drt markers | ~2600 |
| Mux cell area share after synthesis | 21.2% |
| Grt ovf | 0 |
| Num CTS Buffers | approximately 170 |
| Top non-seq family | multiplexers |
| Total power draw | 470 µW |
| Cycle use final | 22.0% |
| Clk ins delay skew pair | 810 ps |
| Post-Synth XOR/XNOR Area | less than 1% |
| Post-DRT Antenna Nets | 0 |
| Reg-to-Reg End | rdata[88] |
| Setup Buffers After CTS | 0 |
| Ys Warns | 1 |
| Grt peak-use layer | met2 |
| WL/cell | 24.2 µm |
| Crit path launch type | primary input |
| DRC | 0 |
| Reg-to-reg slack, setup | 303940 ps |
| Reg clk slew, reported paths | 60 ps |
| IO Port Bufs | 525 |
| Initial antenna violation count | 46 |
| Die footprint | 229000 µm² |
| Crit. End Element | flop |
| Vias per inst | 5.43 |
| Aoi share | a little over a tenth |
| I/O pins | roughly 530 |
| Syn Inst Count | 4018 |
| Post-Place Worst Slack | approximately 240000 ps |
| Number of enable flip-flop cells | 1280 |
| RR Startpoint | mem[856] |
metal layers:
layer  up-vias  part of all wire [%]
met5         -                  0.20
met1     21200                    40
li1      17700                     -
met3       280                    11
met2      1972                    47
met4        58                   1.7
metrics by stage:
step	cell area (µm²)	utilization (%)	hold slack, ps
after floorplan	68100	-	476
after global placement	76300	33.9	507
after detailed placement	76300	33.9	508
after CTS	81900	36.4	521
after global routing	81900	36.4	538
final	82000	36.4	518
critical path, stage by stage:
cell	delay, ps
clkdlybuf4s50_1	540
nand2_1	120
nor2_4	80
buf_4	530
buf_4	640
buf_4	670
buf_4	590
buf_4	700
buf_4	730
buf_4	750
buf_4	740
report_power, final:
part           internal, µW  switching (µW)  total [µW]
logic                  13.5            17.9        31.4
registers               232            2.09         234
clock network           118            86.7         204
total                   363             107         470
sequential cells by signal, indices dropped and copies added, names as in the netlist:
name / flops
mem: 1280
rdata: 256
area by class of cell:
| cell class | instances | area (µm²) | area share, % |
|---|---|---|---|
| Clock buffer | 262 | 4970 | 6.07 |
| Inverter | 3 | 18.8 | 0.0229 |
| Antenna cell | 20 | 50.0 | 0.0611 |
| Multi-Input combinational cell | 2081 | 22700 | 27.7 |
| Tap cell | 2992 | 3740 | 4.57 |
| Sequential cell | 1536 | 43600 | 53.2 |
| Timing Repair Buffer | 634 | 6220 | 7.59 |
| Clock inverter | 59 | 643 | 0.785 |
kinds of logic after synthesis:
| logic type | count (synthesis) |
|---|---|
| XOR/XNOR | 1 |
| AND/OR/NAND/NOR | 280 |
| buffers and inverters | 401 |
| AND-OR/OR-AND | 774 |
| adder cells (fa/ha/maj) | 2 |
| flip-flops | 1536 |
| multiplexers | 1024 |
worst max-delay path by stage:
stage / start / cells after the start / slack, ps / endpoint
finish: reset_n / 11 / 238330 / mem[441]
global route: reset_n / 11 / 237990 / mem[441]
CTS: reset_n / 11 / 238460 / mem[1178]
placed cells by master, fill, tap and decap left out, drive strengths merged:
cell           instances
a22oi                256
o31ai                  2
clkinv                40
a32o                 512
clkdlybuf4s50        523
xnor2                  1
bufinv                 5
nor2                 259
inv                   16
clkinvlp               1
o211ai                 1
nand3b                 1
or3b                   1
nand4bb                1
o21ai                  1
nor3                   5
mux2                 768
nor3b                  2
or4bb                  1
mux4                 256
o21a                   1
ha                     2
diode                 20
or3                    2
edfxtp              1280
a21oi                  1
buf                  111
and2                   1
nand4b                 1
clkbuf               262
and3                   2
nand2                  4
dfxtp                256
Power is estimated from default activity; no workload was simulated.
