**flow/design.v**
```verilog
`default_nettype none
module mac4x4 (
  input wire clock,
  input wire reset_n,
  input logic swap_n,
  input logic w_en_n,  
  input logic [1:0] w_col,  
  input logic [4:0] w_addr,  
  input logic [3:0][15:0] w_data,  
  input logic r_en_n,  
  input logic [4:0] r_addr,  
  input  logic [3:0][15:0] a,  
  input  logic [3:0][15:0] c,  
  output logic [3:0][15:0] x   
);
  genvar j;
  generate
    for (j = 0; j < 4; j = j + 1) begin : SLICE
      wire w_en_slice_n = (w_col == j) ? w_en_n : 1'b1;
      wire [3:0][15:0] r_data;
      KW_dblbuf #(
        .DATA_WIDTH(4 * 16),
        .DEPTH(32)
      ) buffer (
        .clock(clock),
        .reset_n(reset_n),
        .swap_n(swap_n),
        .w_en_n(w_en_slice_n),
        .w_addr(w_addr),
        .w_data(w_data),
        .r_en_n(r_en_n),
        .r_addr(r_addr),
        .r_data(r_data)
      );
      mac4x4_slice mac (
        .clock(clock),
        .reset_n(reset_n),
        .a(a),
        .b(r_data),
        .c(c[j]),
        .x(x[j])
      );
    end : SLICE
  endgenerate
endmodule
module mac4x4_slice (
  input logic clock,
  input logic reset_n,
  input logic [3:0][15:0] a,
  input logic [3:0][15:0] b,
  input logic      [15:0] c,
  output logic [15:0] x
);
  always_ff @(posedge clock or negedge reset_n) begin
    if (~reset_n) begin
      x <= 'd0;
    end else begin
      x <= a[0] * b[0]
         + a[1] * b[1]
         + a[2] * b[2]
         + a[3] * b[3]
         + c;
    end
  end
endmodule
```
**flow/run.sh**
```bash
#!/bin/bash
# OpenROAD 26Q1-2900-gdf79404cd8, Yosys 0.63+post, stock flow scripts
make -C /OpenROAD-flow-scripts/flow DESIGN_CONFIG=/design/flow/config.mk WORK_HOME=/design/flow/orfs finish
```
**flow/config.mk**
```make
export PLATFORM = sky130hd
export DESIGN_NAME = mac4x4_slice
export DESIGN_NICKNAME = mac4x4_slice
export VERILOG_FILES = /design/flow/design.v
export SDC_FILE = /design/flow/constraint.sdc
export NUM_CORES = 4
export LEC_CHECK = 1
export CORE_UTILIZATION = 40
```
**flow/constraint.sdc**
```tcl
current_design mac4x4_slice

set clk_period 1.0
set clk_io_pct 0.2

create_clock -name clk0 -period $clk_period [get_ports {clock}]

set non_clock_inputs [all_inputs -no_clocks]
set_input_delay [expr $clk_period * $clk_io_pct] -clock clk0 $non_clock_inputs
set_output_delay [expr $clk_period * $clk_io_pct] -clock clk0 [all_outputs]
```
==> out/metrics.cfg <==
[detailed_routing]
antenna_cells = 0
drt_iter0_drc = 391
drc = 0
first_pass_iters = 4
vias = 12675
routed_wl_mm = 47.5
ant_nets = 0
viasPerCell = 4.51
route.detailed.wl_per_inst_um = 16.9

[placement]
dp_hpwl_mm = 43.2
io_buffers = 161
placed_cells = 2759
place_congestion = 0.955

[final_layout]
drive_gt1_share_pct = 25.3
syn_to_final_growth_pct = 32.9
final_common_cell = inv_1
largest_reg_flops = 16
fin_cells = 2809
top_regs = x (16)
lay_top_cells = inv_1 (434), fa_1 (366), and2_1 (283)
top_register = x

[worst_setup_path]
crit_type = input pin to flop
cp-end-kind = flop
start_kind = input pin
crit_start = b[60]
cp_data_arrival_time_ps = 7200
critPathMaxFanout = 2
crit_required_ps = 1120

[synthesis]
syn_inst = 1854
aoi_share_pct = 0.843
syn_area_per_cell_um2 = 9.21
yosysUniqueCellTypes = 27
ys.flops = 16
ys_cells = 1854
ys.flop_type = dfrtp_1
ys_warn_count = 1
ys_sh_mux_pct = 0
ys_area_um2 = 17100
ys_sh_xor_pct = 6.98
synth_seq_share_pct = 2.35
ys_sh_adder_pct = 61.0
topCombFamilyByArea = adder cells
simple_gate_share_pct = 17.3
edf_count = 0
ys_async_sr_fraction_pct = 100
syn_area_um2 = 17100

[timing]
rsz0062_at_grt = yes
fin_crit_ps = 7080
finalSetupViolCount = 16
timing.final.crit_share_pct = 708
worst_slew_pin_slew_ps = 383
fmax_mhz = 141
slew_headroom_pct = 74.3
slew_violations = 0
hold_violations = 0
fin_tns_setup_ps = -73850
timing.final.ws_setup_ps = -6080

[clock_tree]
cts_tree = built
clk_root_buffer_cell = clkbuf_16
cts.sinks = 16
clk_pin_slew_ps = 50
h-tree-depth = 1
ctsHoldBuffers = 0
cts_buffers = 3
clockBufferDepth = 2

[global_route]
antenna_found_initial = 0
overflow = 0
grt_max_degree = 17
grt.total_usage_pct = 24.9
grt_pass1_wl_mm = 77.3
first_global_vias = 13970

[die]
core_area_um2 = 42000
fp_util_pct = 40.6
pin_count = 162
placementRows = 75
die_x_um = 209
dieArea_um2 = 43500
die_h_um = 209

[run]
drv_cap = 0
warnings = 28

[worst_hold_path]
hold_class = input pin to asynchronous set/reset pin

[run_status]
violations = setup timing
status = finished with violations

## worst max-delay path by stage
stage | cells after the start | slack (ps) | end
5_1_grt | 24 | -6470 | x[15]$_DFF_PN0_
4_1_cts | 22 | -6150 | x[15]$_DFF_PN0_
6_report | 22 | -6080 | x[15]$_DFF_PN0_
## synthesized netlist by cell type (2+ instances only)
library cell / number / area share (%)
inv_1: 471 / 10
fa_1: 405 / 47
and2_1: 326 / 12
nand2_1: 228 / 5.0
ha_1: 185 / 14
xnor2_1: 111 / 5.7
clkbuf_1: 49 / 1.1
xor2_1: 25 / 1.3
dfrtp_1: 16 / 2.3
nor2_1: 8 / 0.18
a21oi_1: 6 / 0.18
o21ai_0: 5 / 0.15
a21boi_0: 2 / 0.088
a21o_1: 2 / 0.088
nor2b_1: 2 / 0.073
o21a_1: 2 / 0.088
## layer usage
metal	routed length [um]	track usage, %	vias to the layer above	share of wire, %
li1	-	-	6109	-
met2	22300	38.3	281	47
met5	120	2.00	-	0.25
met1	20900	37.5	6259	44
met4	808	3.50	2	1.7
met3	3410	7.35	24	7.2
## layout make-up
| type | instances | area, um2 |
|---|---|---|
| Clock buffer | 4 | 88.8 |
| Fill cell | 3683 | 19300 |
| Inverter | 471 | 1770 |
| Multi-Input combinational cell | 1316 | 15700 |
| Sequential cell | 16 | 400 |
| Tap cell | 539 | 674 |
| Timing Repair Buffer | 463 | 4070 |
## logic make-up (layout without fill, tap and decap cells)
| kind of cell | after synthesis | in the layout |
|---|---|---|
| XOR/XNOR | 136 | 136 |
| AND-OR/OR-AND | 23 | 23 |
| flip-flops | 16 | 16 |
| adder cells (fa/ha/maj) | 590 | 590 |
| AND/OR/NAND/NOR | 567 | 567 |
| buffers and inverters | 522 | 938 |
## critical path, cell delays in order
cell and delay, ps:
clkdlybuf4s50_1 410, and2_1 180, fa_1 540, inv_1 60, fa_1 530, fa_1 460
fa_1 590, fa_1 460, fa_1 620, fa_1 450, fa_1 520, fa_1 430
fa_2 350, xor2_1 150, xnor2_1 170, xnor2_1 150, xnor2_1 160, xnor2_1 160
xnor2_1 150, xnor2_1 180, xnor2_2 170, xnor2_1 100
## timing repair
item / in CTS / in global routing
pin swaps: 172 / 103
resized: 386 / 156
setup buffers: 48 / 13
setup endpoints to repair: 32 / 21
## per-stage QoR
stage	utilization, %	hold WS, ps	setup WS (ps)	area [um2]
2_1_floorplan	-	-95.6	-5710	17600
3_3_place_gp	51.1	554	-6660	21500
3_5_place_dp	51.1	558	-6690	21500
4_1_cts	53.7	292	-6150	22600
5_1_grt	54.0	314	-6470	22700
6_report	54.0	290	-6080	22700
